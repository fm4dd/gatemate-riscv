--- flow/design.v ---
module corescore_emitter_uart
  #(
    parameter clk_freq_hz = 0,
    parameter baud_rate = 57600)
  (
   input wire 	    i_clk,
   input wire 	    i_rst,
   input wire [7:0] i_data,
   input wire 	    i_valid,
   output reg 	    o_ready,
   output wire 	    o_uart_tx
);
   localparam START_VALUE = (clk_freq_hz/baud_rate)-2;
   localparam WIDTH = $clog2(START_VALUE+2);
   reg [WIDTH:0]  cnt = 0;
   reg [9:0] 	    data;
   assign o_uart_tx = data[0] | !(|data);
   always @(posedge i_clk) begin
      if (cnt[WIDTH] & !(|data)) begin
	 o_ready <= 1'b1;
      end else if (i_valid & o_ready) begin
	 o_ready <= 1'b0;
      end
      if (o_ready | cnt[WIDTH])
	cnt <= {1'b0,START_VALUE[WIDTH-1:0]};
      else
	cnt <= cnt-1;
      if (cnt[WIDTH])
	data <= {1'b0, data[9:1]};
      else if (i_valid & o_ready)
	data <= {1'b1, i_data, 1'b0};
   end
endmodule
--- flow/run.sh ---
#!/bin/bash
# OpenROAD 26Q1-2900-gdf79404cd8, Yosys 0.63+post, stock flow scripts
make -C /OpenROAD-flow-scripts/flow DESIGN_CONFIG=/design/flow/config.mk WORK_HOME=/design/flow/orfs finish
--- flow/config.mk ---
export PLATFORM = sky130hd
export DESIGN_NAME = corescore_emitter_uart
export DESIGN_NICKNAME = corescore_emitter_uart
export VERILOG_FILES = /design/flow/design.v
export SDC_FILE = /design/flow/constraint.sdc
export NUM_CORES = 4
export LEC_CHECK = 1
export CORE_AREA = 10 10 71 71
export DIE_AREA = 0 0 81 81
--- flow/constraint.sdc ---
current_design corescore_emitter_uart

set clk_period 1.6
set clk_io_pct 0.2

create_clock -name clk0 -period $clk_period [get_ports {i_clk}]

set non_clock_inputs [all_inputs -no_clocks]
set_input_delay [expr $clk_period * $clk_io_pct] -clock clk0 $non_clock_inputs
set_output_delay [expr $clk_period * $clk_io_pct] -clock clk0 [all_outputs]
==> impl_metrics.py <==
# Flow results
metrics = {
    "job": {
        "max-cap-violations": 0,
        "openroad.warnings": 28,
    },
    "logic_synthesis": {
        "ys_chip_area_um2": 514,
        "syn_avg_cell_area_um2": 15.1,
        "ys.flops": 12,
        "ys_seq_share_pct": 64.2,
        "netlist_instances": 34,
        "synth.distinct_cells": 14,
        "ys_cells": 34,
        "synth_area_um2": 514,
        "yosys_warnings": 1,
    },
    "final_timing": {
        "hold_slack_ps": 543,
        "finalHoldViolCount": 0,
        "max_slew_margin_pct": 70.7,
        "tns_ps": -93.2,
        "fmax_ghz": 0.591,
        "tightestPinTransition_ps": 439,
        "rsz0062_at_grt": "true",
        "skew_ps": 0.541,
        "slew_viol_final": 0,
        "post-route-period-util_pct": 106,
        "finalSetupViolCount": 1,
        "fin_ws_ps": -93.2,
        "fin_crit_ps": 1690,
    },
    "setup_path": {
        "cp_max_fo": 2,
        "crit_chain": "nor4_2 -> nand3_1 -> buf_4 -> nand2b_1 -> buf_2",
        "critPathCaptureType": "output pin",
        "cp-startpoint": "data[5]",
        "crit_arrival_ps": 1370,
        "reg2regPathDepth": 7,
        "critPathKind": "reg -> out",
        "cp-start-kind": "flop",
        "max_stage_delay_ps": 410,
        "required_ps": 1280,
        "regToRegStartpoint": "data[5]",
        "critPathSlowestCell": "edfxtp_1",
    },
    "power": {
        "p_leak_nw": 0.291,
        "peakVddDrop_uv": 271,
        "cellPowerDensity_nw_per_um2": 906,
    },
    "floorplanning": {
        "dieArea_um2": 6560,
        "initCoreUtil_pct": 14.2,
        "die_w_um": 81,
        "rows": 22,
        "core_um2": 3630,
        "pin_count": 13,
        "die_h_um": 81,
    },
    "clock_tree": {
        "cts_sinks": 12,
        "clk_latency_ps": 240,
        "root_buffer": "clkbuf_8",
        "cts_buffers": 3,
        "clockBufferDepth": 2,
        "htreeDepth": 1,
        "cts_tree": "built",
        "clk_pin_slew_ps": 50,
    },
    "detailed_routing": {
        "postRouteWirelength_um": 1180,
        "wire_per_inst_um": 11.1,
        "ant_nets": 0,
        "drc_errors": 0,
        "antenna_cells": 0,
        "drtIter0Drc": 20,
        "via_count": 355,
        "via_per_inst": 3.35,
        "drt_first_pass_iters": 2,
    },
    "global_routing": {
        "grt_pass1_wl_um": 1880,
        "grt_start_max_net_pins": 12,
        "first_global_vias": 402,
        "grt_usage_pct": 3.71,
        "grt_overflow": 0,
        "antenna_found_initial": 0,
    },
    "status": {
        "violations": "setup timing",
        "status": "finished with violations",
    },
    "min_path": {
        "min_path_type": "reg -> reg",
        "holdPathStages": 2,
        "holdCritStartpoint": "o_ready",
    },
    "finish": {
        "drive_above_1_share_pct": 34.5,
        "final_cell_mix": "10 x clkdlybuf4s50_1, 10 x buf_4, 9 x edfxtp_1, 6 x mux2_1, 4 x clkbuf_8",
        "areaGrowthSynthToFinish_pct": 55.2,
        "instances_no_fill": 106,
    },
    "place": {
        "io_buffers": 11,
        "placed_cells": 97,
        "place_hpwl_um": 814,
        "gp_congestion": 0.728,
    },
}
[synth_stat cells]
master | n | area, um2
o22ai_2 | 1 | 12.5
nand3_1 | 1 | 5.00
dfxtp_1 | 3 | 60.1
nand2_1 | 2 | 7.51
nor4_2 | 2 | 25.0
inv_1 | 2 | 7.51
buf_6 | 1 | 11.3
nor2_1 | 2 | 7.51
mux2_1 | 6 | 67.6
edfxtp_1 | 9 | 270
and2_1 | 1 | 6.26
mux2_2 | 2 | 22.5
nand2b_1 | 1 | 6.26
a21oi_1 | 1 | 5.00
[critical path, delay by kind of cell (launching register included)]
family / cells / cell delay, ps
flops: 1 / 410
buf+inv: 2 / 240
simple gates: 3 / 480
[flip-flops by register name (all words and copies together), names as in the netlist]
| register | cells |
|---|---|
| data | 10 |
| cnt | 1 |
| o_ready | 1 |
[layer usage]
metal  vias up  GRT usage [%]  share of wire (%)
met5         -              0                  0
met4         0          0.692               0.85
met3         2           3.01                 11
met2        11           6.13                 51
met1       171           3.59                 37
li1        171              -                  -
[report_power, final]
part | internal (mW) | switching, mW
clock | 0.217 | 0.107
sequential | 0.348 | 0.00931
combinational | 0.0326 | 0.00954
[metrics by stage]
stage	total power [mW]	worst slack [ps]	area, um2	util (%)
after floorplan	0.371	463	514	-
after global placement	0.403	-122	711	19.6
after detailed placement	0.403	-115	711	19.6
after CTS	0.734	-70.7	806	22.2
after global routing	0.755	-193	798	22.0
final	0.723	-93.2	798	22.0
[what timing repair did]
item	CTS	global route
setup endpoints to repair	1	2
hold buffers	0	0
gates cloned	0	0
hold endpoints to repair	0	0
resized	3	0
pin swaps	3	2
setup buffers	8	0
[area by class of cell]
cell class	count	area (um2)
sequential	12	330
inverter	2	7.51
clock buffer	4	55.1
fill	399	2840
multi-input combinational	19	165
timing repair buffer	21	180
tap	48	60.1
[logic make-up (layout without fill, tap and decap cells)]
family / count (synthesis) / count (layout) / synth area share [%]
AND-OR/OR-AND: 2 / 2 / 3.41
multiplexers: 8 / 8 / 17.5
flip-flops: 12 / 12 / 64.2
buffers and inverters: 3 / 27 / 3.65
AND/OR/NAND/NOR: 9 / 9 / 11.2
[final timing paths]
check	end	slack (ps)
worst min-delay path	o_ready	540
worst max register to register	o_ready	90
worst max-delay path	o_uart_tx	-90
worst min register to register	o_ready	540
Power and IR drop assume default switching activity.
