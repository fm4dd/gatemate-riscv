### /design/flow/run.sh
#!/bin/bash
# OpenROAD 26Q1-2900-gdf79404cd8, Yosys 0.63+post, stock flow scripts
make -C /OpenROAD-flow-scripts/flow DESIGN_CONFIG=/design/flow/config.mk WORK_HOME=/design/flow/orfs finish
### /design/flow/config.mk
export PLATFORM = sky130hd
export DESIGN_NAME = Clockworks
export DESIGN_NICKNAME = Clockworks
export VERILOG_FILES = /design/flow/design.v
export SDC_FILE = /design/flow/constraint.sdc
export NUM_CORES = 4
export LEC_CHECK = 1
export CORE_AREA = 10 10 95 95
export DIE_AREA = 0 0 105 105
### /design/flow/constraint.sdc
current_design Clockworks

set clk_period 3.7
set clk_io_pct 0.2

create_clock -name clk0 -period $clk_period [get_ports {CLK}]

set non_clock_inputs [all_inputs -no_clocks]
set_input_delay [expr $clk_period * $clk_io_pct] -clock clk0 $non_clock_inputs
set_output_delay [expr $clk_period * $clk_io_pct] -clock clk0 [all_outputs]
### /design/flow/design.v
module Clockworks 
(
   input  CLK,    
   input  RESET,  
   output clk,    
   output resetn  
);               
   parameter SLOW=0;
   generate
      if(SLOW != 0) begin
   localparam slow_bit=SLOW;
	 reg [slow_bit:0] slow_CLK = 0;
	 always @(posedge CLK) begin
	    slow_CLK <= slow_CLK + 1;
	 end
	 assign clk = slow_CLK[slow_bit];
	 assign resetn = !RESET;
      end else begin 
        assign clk=CLK;
	 reg [15:0] 	    reset_cnt = 0;
	 assign resetn = &reset_cnt;
	 always @(posedge clk,posedge RESET) begin
	    if(RESET) begin
	       reset_cnt <= 0;
	    end else begin
	       reset_cnt <= reset_cnt + !resetn;
	    end
	 end
      end
   endgenerate
endmodule
==> impl_metrics.ini <==
; implementation run metrics
[flow_run]
drv_cap = 0
log.warning_count = 26

[critical_path]
ff2ff_setup_slack_ns = 1.08
critPathMaxFanout = 2
cp_slowest_stage_delay_ns = 0.39
crit_arrival_ns = 2.46
timing.critical_path.cells = clkbuf_8 -> clkbuf_8 -> clkdlybuf4s50_1
regToRegEndpoint = genblk1.reset_cnt[14]$_DFF_PP0_
worst_path_max_delay_cell = clkdlybuf4s50_1
top_cell_by_count_worst_path = clkbuf_8
cp_num_buf_inv = 3
kind_of_launch_point_of_the_worst_setup_path = clock port
critPathCaptureType = output pin
critical_path_class = clk -> out
critical_path_required_ns = 2.96
r2r_start = genblk1.reset_cnt[7]$_DFF_PP0_
timing.critical_path.max_delay_family = buffers and inverters
reg2reg_depth = 8

[sta]
maxSlewHeadroom = 0.606
grt_setup_unrepaired = no
worstMarginPinSlew_ns = 0.590
hold_viol = 0
skew_ns = 0.000810
timing.hold.ws_ns = 0.480
report.final.slew_viol_count = 0
fin_setup_tns_ns = 0
finalSetupViolCount = 0

[finish]
logic_area_um2 = 314
tally_of_filler_cells_in_the_layout = 790
layout-drive-gt1-share = 0.107
utilization = 0.140
final_cells = 171
layout_top_registers = genblk1.reset_cnt: 16 flops
largest_register_ffs = 16
ff_latch_area_um2 = 400
syn_to_final_growth_pct = 32.8
biggest_register = genblk1.reset_cnt

[placed_design]
number_of_port_buffers = 3
hpwl_um = 859
placed_cells_incl_taps = 164
routability_congestion_estimate = 0.748

[floorplan]
pin_count = 4
initial_core_util = 0.106
row_count = 30
coreArea_mm2 = 0.00691
fp.dieH_um = 105
die_width_um = 105
die_area_mm2 = 0.0110

[cts]
cts_setup_buffers = 0
cts.clk_slew.worst_paths_ns = 0.06
ctsHoldBuffers = 0
tritoncts = yes
cts_resized = 0
clk_latency_ns = 0.35

[drt]
n_antenna_cell = 0
postRouteWirelength_mm = 1.31
via_per_inst = 2.96
remaining_drc_errors = 0
drt-wirelength-per-cell_um = 7.67
vias = 506
drt-initial-drc-count = 17
final_antenna_net_count = 0
dr.pass1.iters = 4

[power_and_ir_drop]
power.leakage_nw = 0.450
power.density_cell_area_mw_per_mm2 = 446
ir_drop_mv = 0.146

[status]
outcome = complete, no violations

[logic_synthesis]
synth_chip_area_um2 = 729
postSynthRegisterBits = 16
ys_async_rst_share = 1.00
synth_stat.cells = 66
yosys.stat.seqShare = 0.549
synth.top_cell.area_share = 0.549
synthFlopType = dfrtp_1
post_synth_instance_area_um2 = 729
ys.warnings.count = 1
synthCells = 66
synth_top_cell_by_area = dfrtp_1
top_cells_by_count = 16 x dfrtp_1, 12 x xor2_1, 8 x nand2_1
avgSynthCellArea_um2 = 11.1
yosys-top-cells-area = dfrtp_1 55%, xor2_1 14%, nor4_1 5.1%
most_common_cell = dfrtp_1
ys_types = 15
enable_flop_cells = 0

[global_routing]
gr-usage-all-layers = 0.0250
maximum_number_of_pins_on_one_net_before_global_route_repair = 17
grt_pass1_vias = 519
total_global_routing_overflow = 0
antenna_found_initial = 0
wire_length_of_the_first_global_routing_pass_mm = 2.30

[worst_hold_path]
worstHoldEndpoint = genblk1.reset_cnt[15]$_DFF_PP0_
hold-path-cell-count = 1
holdCritStartpoint = genblk1.reset_cnt[15]$_DFF_PP0_
hold_class = reg -> reg
-- where the power goes --
group / switching, mW / internal [mW]
Clock: 0.0722 / 0.180
Sequential: 0 / 0.175
Combinational: 0.00329 / 0.000980
-- logic make-up after synthesis --
family	Yosys count	share of synthesized area
AND/OR/NAND/NOR	31	0.228
flip-flops	16	0.549
XOR/XNOR	14	0.168
buffers and inverters	3	0.0206
adder cells (fa/ha/maj)	2	0.0343
-- final cells by class --
cell class / count / share of cell area
Sequential cell: 16 / 0.413
Multi-Input combinational cell: 47 / 0.324
Tap cell: 96 / 0.124
Clock buffer: 8 / 0.110
Timing Repair Buffer: 2 / 0.0207
Inverter: 2 / 0.00775
-- metrics by stage --
stage / power, mW / instance area [um2] / setup slack (ns)
6_report: 0.432 / 968 / 0.496
5_1_grt: 0.455 / 968 / 0.466
4_1_cts: 0.438 / 968 / 0.477
3_5_place_dp: 0.200 / 872 / 0.743
3_3_place_gp: 0.200 / 872 / 0.743
2_1_floorplan: 0.194 / 729 / 1.01
-- cells in the final DEF, fill, tap and decap left out, drive strengths merged --
cell type,n
dfrtp,16
xor2,12
nand2,8
clkbuf,7
nor4,6
nand4,6
nand3,3
nor3,3
nor2,3
clkdlybuf4s50,3
inv,2
xnor2,2
ha,2
or3,1
or4,1
-- metal layers --
layer	share of wire	GRT usage	vias to the layer above
met5	0	0	-
met4	0.0061	0.00686	0
met3	0.076	0.0186	2
met2	0.43	0.0334	10
met1	0.49	0.0308	241
li1	-	-	253
-- worst max path at each step --
stage	startpoint	endpoint	cells after the start
after CTS	CLK	clk	3
after global routing	CLK	clk	3
final	CLK	clk	3
Power figures rest on the tool's default switching activity, not on a simulated workload.
