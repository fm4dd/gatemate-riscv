File: ./config.mk
export PLATFORM = sky130hd
export DESIGN_NAME = MappedSPIFlash
export DESIGN_NICKNAME = MappedSPIFlash
export VERILOG_FILES = /design/flow/design.v
export SDC_FILE = /design/flow/constraint.sdc
export NUM_CORES = 4
export LEC_CHECK = 1
export CORE_UTILIZATION = 30
File: ./constraint.sdc
current_design MappedSPIFlash

set clk_period 6.3
set clk_io_pct 0.2

create_clock -name clk0 -period $clk_period [get_ports {clk}]

set non_clock_inputs [all_inputs -no_clocks]
set_input_delay [expr $clk_period * $clk_io_pct] -clock clk0 $non_clock_inputs
set_output_delay [expr $clk_period * $clk_io_pct] -clock clk0 [all_outputs]
File: ./design.v
module MappedSPIFlash( 
    input wire 	       clk,           
    input wire 	       rstrb,         
    input wire [19:0]  word_address,  
    output wire [31:0] rdata,         
    output wire        rbusy,         
    output wire        CLK,   
    output reg         CS_N,  
    output wire        MOSI,  
    input  wire        MISO   
);
   reg [5:0]  snd_bitcount;
   reg [31:0] cmd_addr;
   reg [5:0]  rcv_bitcount;
   reg [31:0] rcv_data;
   wire       sending   = (snd_bitcount != 0);
   wire       receiving = (rcv_bitcount != 0);
   wire       busy = sending | receiving;
   assign     rbusy = !CS_N; 
   assign  MOSI  = cmd_addr[31];
   initial CS_N  = 1'b1;
   assign  CLK   = !CS_N && !clk;  
   assign rdata = {rcv_data[7:0],rcv_data[15:8],rcv_data[23:16],rcv_data[31:24]};
   always @(posedge clk) begin
      if(rstrb) begin
	 CS_N <= 1'b0;
	 cmd_addr <= {8'h03, 2'b00,word_address[19:0], 2'b00};
	 snd_bitcount <= 6'd32;
      end else begin
	 if(sending) begin
	    if(snd_bitcount == 1) begin
	       rcv_bitcount <= 6'd32;
	    end
	    snd_bitcount <= snd_bitcount - 6'd1;
	    cmd_addr <= {cmd_addr[30:0],1'b1};
	 end
	 if(receiving) begin
	    rcv_bitcount <= rcv_bitcount - 6'd1;
	    rcv_data <= {rcv_data[30:0],MISO};
	 end
	 if(!busy) begin
	    CS_N <= 1'b1;
	 end
      end
   end
endmodule
File: ./run.sh
#!/bin/bash
# OpenROAD 26Q1-2900-gdf79404cd8, Yosys 0.63+post, stock flow scripts
make -C /OpenROAD-flow-scripts/flow DESIGN_CONFIG=/design/flow/config.mk WORK_HOME=/design/flow/orfs finish
==> impl_results.rst <==
Synthesis and place-and-route
=============================

.. list-table::
   :header-rows: 1

   * - Metric
     - Value
   * - Worst reg2reg startpoint
     - snd_bitcount[3]$_SDFFE_PP0P_
   * - RR Endpoint
     - cmd_addr[15]$_DFFE_PP_
   * - Total wirelength of the detailed-routed design
     - roughly 5100 um
   * - Library cell with the highest instance count after synthesis
     - edfxtp_1
   * - Outcome
     - completed
   * - Chip Area
     - 0.0104 mm2
   * - Yosys cell types
     - 33
   * - Worst setup skew after layout
     - 0.0123 ns
   * - Combined area of all synthesized cells
     - 0.00299 mm2
   * - Worst min-delay path class
     - flip-flop to flip-flop
   * - Clock share of power
     - between 30% and 40%
   * - Iteration-0 DRC count of the detailed router
     - approximately 90
   * - Pin count of the biggest net entering global routing
     - roughly 40
   * - Number of buffers and inverters on the critical path
     - 3
   * - Post-route DRC violation count
     - 0
   * - WP data arrival
     - 3.93 ns
   * - Number of cells on the worst reg-to-reg path
     - 3
   * - Count of max-cap constraint violations
     - 0
   * - Worst setup path startpoint
     - clk
   * - TritonCTS clock tree
     - done
   * - FF/Latch Area
     - 0.00212 mm2
   * - Stage-log warning count
     - 30
   * - Number of setup buffers added after CTS
     - 0
   * - GRT Resource Usage Total
     - 10.8%
   * - Area of combinational cells with multiple inputs
     - 792 um2
   * - Number of warnings printed during yosys synthesis
     - 1
   * - Global-route wire length before repair
     - 8280 um
   * - Maximum cell stage delay along the critical path
     - ~0.46 ns
   * - Pin slew with the least headroom to its limit
     - approximately 0.8 ns
   * - Fraction of registers with async set/reset
     - 0%
   * - Clock latency at the later pin of the worst-skew pair
     - 0.45 ns
   * - Mean instance size in the synthesized netlist
     - 13.2 um2
   * - Largest cells by area
     - edfxtp_1 58%, dfxtp_1 13%, nand2_1 5.8%
   * - Fill cell count
     - 926
   * - Initial core utilization
     - roughly 31%
   * - Share of the synthesized area in the top cell type
     - 58.3%
   * - Cells traversed along the worst timing path
     - clkbuf_8, clkbuf_8, nor2_1, clkdlybuf4s50_1
   * - Synthesized chip area reported by yosys
     - 0.00299 mm2
   * - Comb pwr share
     - about 15%
   * - Residual overflow from global routing
     - 0
   * - R2r setup slk
     - approximately 4.0 ns
   * - Top-Level Pins
     - 59
   * - Layout cells sized above 1
     - 9.43%
   * - Vias
     - 1,864
   * - Growth of design area from synthesis to finish
     - 32.7%
   * - Hold Violations, Final
     - 0
   * - HPWL after detailed placement
     - 3120 um
   * - Number of standard cells after synthesis
     - 227
   * - Cell seen most often among critical-path stages
     - clkbuf_8
   * - Clock slew at the register clock pins of the worst setup and hold paths
     - 0.08 ns
   * - Slew HR
     - 46.3%
   * - Data required time at the worst endpoint
     - 5.04 ns
   * - Diode insertion count for antenna repair
     - 0
   * - Hold path start
     - rcv_data[6]$_DFFE_PP_
   * - I/O Buffers
     - roughly 58
   * - Largest area contributor in the netlist
     - edfxtp_1
   * - Final Max Tran Viols
     - 0
   * - Remaining antenna violation count after routing
     - 0
   * - Classification of the worst setup path
     - clock port to output port
   * - Total Neg Setup Slack
     - 0 ns
   * - Ratio of total power to cell area
     - 336 mW/mm2
   * - Last weighted congestion value of the routability-driven placer
     - ~0.76
   * - Number of gates resized after cts
     - 0
   * - Worst hold path stage count
     - 0
   * - Type of element capturing the critical path
     - output port
   * - CP Launch Type
     - clock port
   * - Std-Cell Core Area
     - about 0.01 mm2
   * - Part of the total power dissipated in sequential elements
     - 50.6%
   * - Height of the chip
     - 102 um
   * - Cell family contributing the most delay on the critical path
     - buffers and inverters
   * - Drt pass-1 iters
     - 4
   * - Switching share of power
     - 24.2%
   * - Number of global-route vias before repair
     - between 1,500 and 2,000
   * - Leading register cell type out of synthesis
     - edfxtp_1
   * - Floorplan row count
     - 36
   * - Number of antenna violations at the first check in global routing
     - 0
   * - Setup repair after global routing missed its margin
     - false
   * - Synth Register Bits
     - 77
   * - Die X-Extent
     - approximately 100 um
   * - Switching power of the nets
     - between 300 and 400 uW
   * - Total Power Consumption
     - about 1300 uW
   * - Leading cell types by count after synthesis
     - 58 x edfxtp_1, 46 x nand2_1, 21 x o21ai_0, 19 x dfxtp_1, 14 x nor2_1
   * - Post-DR vias/cell
     - about 4.3
   * - Crit path max fanout
     - 2
   * - Flip-flops with a built-in enable
     - 58
   * - Internal cell power
     - 1010 uW
   * - Leakage power
     - between 0.001 and 0.0015 uW
   * - WL per Instance
     - 11.8 um
   * - Min-Delay Endpoint
     - rcv_data[7]$_DFFE_PP_
   * - Share of synthesized area occupied by flip-flops and latches
     - 71.1%
   * - Hold-fix buffer count after cts
     - 0
   * - Worst voltage drop across the vdd grid
     - ~160 uV
   * - Setup violation total in the final timing report
     - 0
   * - CP max-delay cell
     - clkdlybuf4s50_1
   * - Ys cells
     - 227
==> metrics by stage <==
stage | cells | hold WS, ns | setup slack (ns) | util, % | area (um2)
floorplan | 227 | 0.400 | 1.86 | - | 2990
global placement | 411 | 0.433 | 1.38 | 38.1 | 3710
detailed placement | 411 | 0.435 | 1.38 | 38.1 | 3710
CTS | 430 | 0.456 | 1.10 | 40.7 | 3960
global route | 430 | 0.465 | 1.06 | 40.7 | 3960
finish | 430 | 0.453 | 1.11 | 40.7 | 3960
==> worst reg2reg max path, stage by stage, from the launching register on <==
cell and delay (ns):
dfxtp_1 0.37, nor4_4 0.49, and2_4 0.43, nand2_1 0.56
==> sequential cells by signal (all words and copies together), names as in the netlist <==
register and cells:
cmd_addr 32, CS_N 1, rcv_data 32, snd_bitcount 6
rcv_bitcount 6
==> power by group through the flow <==
stage | registers [uW] | clock network [uW] | logic, uW
4_1_cts | 674 | 473 | 199
5_1_grt | 684 | 497 | 224
6_report | 674 | 461 | 197
==> layout make-up <==
| cell class | count | share of cell area, % |
|---|---|---|
| multi-input cells | 134 | 20.0 |
| repair buffers | 60 | 15.0 |
| clock buffers | 14 | 4.51 |
| well taps | 133 | 4.20 |
| inverters | 6 | 0.568 |
| clock inverters | 6 | 2.24 |
| flip-flops and latches | 77 | 53.5 |
==> cell usage in the layout, fill, tap and decap left out, types with 2 or more instances in the layout <==
cell             instances
edfxtp_1                58
clkdlybuf4s50_1         58
nand2_1                 46
o21ai_0                 21
dfxtp_1                 19
nor2_1                  13
clkbuf_8                12
mux2i_1                  9
inv_1                    6
xnor2_1                  6
nor3_1                   5
ha_1                     5
a21oi_1                  4
a31o_1                   3
buf_4                    3
nand2b_1                 2
nor3b_1                  2
o31ai_1                  2
clkinvlp_4               2
bufinv_16                2
==> worst max path at each step <==
| stage | end | cells after the start |
|---|---|---|
| 4_1_cts | CLK | 4 |
| 5_1_grt | CLK | 4 |
| 6_report | CLK | 4 |
==> logic make-up after synthesis <==
family / share of synthesized area (%)
buffers and inverters: 2.51
and+or+nand+nor: 12.2
xor gates and xnor gates: 1.76
AOI/OAI and AO/OA: 6.95
muxes: 3.39
adders and majority gates: 2.09
DFF: 71.1
==> per-layer routing <==
metal	global-route usage, %	up-vias	share of wire [%]
li1	-	931	-
met1	17.8	879	51
met3	4.76	7	7.1
met4	1.67	0	1.3
met2	14.0	47	41
met5	0	-	0
Power and IR drop assume default switching activity.
